--- ./run.sh ---
#!/bin/bash
# OpenROAD 26Q1-2900-gdf79404cd8, Yosys 0.63+post, stock flow scripts
make -C /OpenROAD-flow-scripts/flow DESIGN_CONFIG=/design/flow/config.mk WORK_HOME=/design/flow/orfs finish
--- ./config.mk ---
export PLATFORM = sky130hd
export DESIGN_NAME = axi_conduit_merger
export DESIGN_NICKNAME = axi_conduit_merger
export VERILOG_FILES = /design/flow/design.v
export SDC_FILE = /design/flow/constraint.sdc
export NUM_CORES = 4
export LEC_CHECK = 1
export CORE_AREA = 10 10 169 169
export DIE_AREA = 0 0 179 179
--- ./constraint.sdc ---
current_design axi_conduit_merger

set clk_period 1.0
set clk_io_pct 0.2

create_clock -name clk0 -period $clk_period [get_ports {clk}]

set non_clock_inputs [all_inputs -no_clocks]
set_input_delay [expr $clk_period * $clk_io_pct] -clock clk0 $non_clock_inputs
set_output_delay [expr $clk_period * $clk_io_pct] -clock clk0 [all_outputs]
--- ./design.v ---
module axi_conduit_merger #(
  parameter ID_WIDTH      = 1,
  parameter DATA_WIDTH    = 32,
  parameter ADDRESS_WIDTH = 32,
  parameter AXUSER_WIDTH  = 5  
) (
output       				m_awvalid,  
output [3:0] 				m_awlen  ,  
output [2:0] 				m_awsize ,  
output [1:0] 				m_awburst,  
output [1:0] 				m_awlock ,  
output [3:0] 				m_awcache,  
output [2:0] 				m_awprot ,  
input        				m_awready,  
output [AXUSER_WIDTH-1:0] 	m_awuser ,  
output       				m_arvalid,  
output [3:0] 				m_arlen  ,  
output [2:0] 				m_arsize ,  
output [1:0] 				m_arburst,  
output [1:0] 				m_arlock ,  
output [3:0] 				m_arcache,  
output [2:0] 				m_arprot ,  
input        				m_arready,  
output [AXUSER_WIDTH-1:0] 	m_aruser ,  
input        				m_rvalid ,  
input        				m_rlast  ,  
input  [1:0] 				m_rresp  ,  
output       				m_rready ,  
output       				m_wvalid ,  
output       				m_wlast  ,  
input        				m_wready ,  
input        				m_bvalid ,  
input  [1:0] 				m_bresp  ,  
output       				m_bready ,  
output [ADDRESS_WIDTH-1:0] 	m_awaddr ,   
output [ID_WIDTH-1:0] 		m_awid   ,   
output [ADDRESS_WIDTH-1:0] 	m_araddr ,   
output [ID_WIDTH-1:0] 		m_arid   ,   
input  [DATA_WIDTH-1:0] 	m_rdata  ,   
input  [ID_WIDTH-1:0] 		m_rid    ,   
output [DATA_WIDTH-1:0] 	m_wdata  ,   
output [DATA_WIDTH/8-1:0]  	m_wstrb  ,   
output [ID_WIDTH-1:0] 		m_wid    ,   
input  [ID_WIDTH-1:0] 		m_bid    ,   
input       				s_awvalid,  
input  [3:0] 				s_awlen  ,  
input  [2:0] 				s_awsize ,  
input  [1:0] 				s_awburst,  
input  [1:0] 				s_awlock ,  
input  [3:0] 				s_awcache,  
input  [2:0] 				s_awprot ,  
output         				s_awready,  
input  [AXUSER_WIDTH-1:0] 	s_awuser ,  
input       				s_arvalid,  
input  [3:0] 				s_arlen  ,  
input  [2:0] 				s_arsize ,  
input  [1:0] 				s_arburst,  
input  [1:0] 				s_arlock ,  
input  [3:0] 				s_arcache,  
input  [2:0] 				s_arprot ,  
output         				s_arready,  
input  [AXUSER_WIDTH-1:0] 	s_aruser ,  
output        				s_rvalid ,  
output        				s_rlast  ,  
output [1:0] 				s_rresp  ,  
input       				s_rready ,  
input       				s_wvalid ,  
input       				s_wlast  ,  
output        				s_wready ,  
output        				s_bvalid ,  
output [1:0] 				s_bresp  ,  
input       				s_bready ,  
input  [ADDRESS_WIDTH-1:0] 	s_awaddr,   
input  [ID_WIDTH-1:0] 		s_awid  ,   
input  [ADDRESS_WIDTH-1:0] 	s_araddr,   
input  [ID_WIDTH-1:0] 		s_arid  ,   
output [DATA_WIDTH-1:0] 	s_rdata ,   
output [ID_WIDTH-1:0] 		s_rid   ,   
input  [DATA_WIDTH-1:0] 	s_wdata ,   
input  [DATA_WIDTH/8-1:0]  	s_wstrb ,   
input  [ID_WIDTH-1:0] 		s_wid   ,   
output [ID_WIDTH-1:0] 		s_bid   ,  
input [3:0] 				c_awcache,
input [2:0] 				c_awprot ,
input [AXUSER_WIDTH-1:0] 	c_awuser,
input [3:0] 				c_arcache,
input [2:0] 				c_arprot ,
input [AXUSER_WIDTH-1:0] 	c_aruser,
input    					clk,
input    					rst_n 
);
wire                        axi_wbus_bp;
wire                        axi_rbus_bp;
wire [3:0] 					v_awcache;
wire [2:0] 					v_awprot;
wire [AXUSER_WIDTH-1:0] 	v_awuser;
reg  [3:0] 					r_awcache;
reg  [2:0] 					r_awprot;
reg  [AXUSER_WIDTH-1:0] 	r_awuser;
wire [3:0] 					v_arcache;
wire [2:0] 					v_arprot;
wire [AXUSER_WIDTH-1:0] 	v_aruser;
reg  [3:0] 					r_arcache;
reg  [2:0] 					r_arprot;
reg  [AXUSER_WIDTH-1:0] 	r_aruser;
assign axi_wbus_bp = s_awvalid & ~m_awready;
assign v_awcache  = (!axi_wbus_bp) ? c_awcache : r_awcache;
assign v_awprot   = (!axi_wbus_bp) ? c_awprot  : r_awprot;
assign v_awuser   = (!axi_wbus_bp) ? c_awuser  : r_awuser;
assign v_arcache  = (!axi_rbus_bp) ? c_arcache : r_arcache;
assign v_arprot   = (!axi_rbus_bp) ? c_arprot  : r_arprot;
assign v_aruser   = (!axi_rbus_bp) ? c_aruser  : r_aruser;
always @(posedge clk or negedge rst_n) begin
if (!rst_n) begin
  r_awcache <= 4'd0;
  r_awprot  <= 3'd0;
  r_awuser  <= {AXUSER_WIDTH{1'b0}};
  r_arcache <= 4'd0;
  r_arprot  <= 3'd0;
  r_aruser  <= {AXUSER_WIDTH{1'b0}};
  end
else begin
  r_awcache <= v_awcache;
  r_awprot  <= v_awprot;
  r_awuser  <= v_awuser;
  r_arcache <= v_arcache;
  r_arprot  <= v_arprot;
  r_aruser  <= v_aruser;
  end
end
assign m_awcache = r_awcache;
assign m_awprot  = r_awprot;
assign m_awuser  = r_awuser;
assign m_arcache = r_arcache;
assign m_arprot  = r_arprot;
assign m_aruser  = r_aruser;
assign m_awvalid = s_awvalid   ;
assign m_awlen   = s_awlen     ;
assign m_awsize  = s_awsize    ;
assign m_awburst = s_awburst   ;
assign m_awlock  = s_awlock    ;
assign m_awaddr  = s_awaddr    ;
assign m_awid    = s_awid      ;
assign s_awready = m_awready   ;
assign m_arvalid = s_arvalid   ;
assign m_arlen   = s_arlen     ;
assign m_arsize  = s_arsize    ;
assign m_arburst = s_arburst   ;
assign m_arlock  = s_arlock    ;
assign m_araddr  = s_araddr    ;
assign m_arid    = s_arid      ;
assign s_arready = m_arready   ;
assign s_rvalid  = m_rvalid    ;
assign s_rlast   = m_rlast     ;
assign s_rresp   = m_rresp     ;
assign s_rdata   = m_rdata     ;
assign s_rid     = m_rid       ;
assign m_rready  = s_rready    ;
assign m_wvalid  = s_wvalid    ;
assign m_wlast   = s_wlast     ;
assign m_wdata   = s_wdata     ;
assign m_wstrb   = s_wstrb     ;
assign m_wid     = s_wid       ;
assign s_wready  = m_wready    ;
assign s_bvalid  = m_bvalid    ;
assign s_bresp   = m_bresp     ;
assign s_bid     = m_bid       ;
assign m_bready  = s_bready    ;      
endmodule
==> impl_metrics.ini <==
; generated from flow reports
[timing]
hold_violations = 0
rsz0062_at_grt = true
clock_skew_ns = 0
holdWs_ns = 0.2843
final_critical_path_setup_slack_ns = -0.005507
final_max_slew_viol_count = 0
finalClockPeriodUsage_pct = 100.6
period_needed_ns = 1.006
finalSetupViolCount = 1
max_clock_freq_mhz = 994.5

[critical_path]
crit_path_max_fanout = 2
critical_path.top_delay_family = flip-flops
crit_path_cell_trace = buf_2
rr_worst_depth = 3
worst_stage_delay_on_the_critical_path_ns = 0.42
cpMaxStageDelayCell = sky130_fd_sc_hd__dfrtp_1
crit_path_end_kind = primary output
required_ns = 0.80
worstSetupPathDepth = 1
cp_num_buf_inv = 1
path_class = register to primary output
worstPathArrival_ns = 0.81
worst_setup_path_start_kind = register

[clocking]
cts_buffer_depth = 2
post_cts_hold_fix_buffer_tally = 0
cts_tree = built
htreeDepth = 1
cts_made_buffers = 3
clock_latency_ns = 0.24
clock_sinks = 12
root_buffer = sky130_fd_sc_hd__clkbuf_16
clk_pin_slew_worst_paths_ns = 0.05

[die]
fp.dieH_um = 179
chip_area_sq_mm = 0.03204
std_cell_rows = 58
starting_density_pct = 7.646
die-width_um = 179
top_level_ports = 424
core_area_sq_mm = 0.02504

[layout]
layout_top_cell_excl_fill_tap = sky130_fd_sc_hd__clkdlybuf4s50_1
fraction_of_layout_cells_with_a_size_suffix_above_1_pct = 51.25
most-common-layout-cells = 14 x sky130_fd_sc_hd__clkdlybuf4s50_1, 12 x sky130_fd_sc_hd__conb_1, 12 x sky130_fd_sc_hd__dfrtp_1
area_delta_synth_final_pct = -29.02
postLayoutCellArea_sq_mm = 0.001359

[yosys]
post-synth-top-area-fraction_pct = 73.33
synth_chip_area_sq_mm = 0.001914
yosysUniqueCellTypes = 7
yosys.area.top_type = sky130_fd_sc_hd__buf_4
synth_area_sq_mm = 0.001914
post_synth_inst_count = 214
syn_avg_cell_area_sq_um = 8.945
yosysWarnings = 2
topCellsByArea = sky130_fd_sc_hd__buf_4 73%, sky130_fd_sc_hd__dfrtp_1 16%, sky130_fd_sc_hd__mux2_4 7.8%
synth.yosys.seq_area_share_pct = 15.69
ys_cells = 214
registers_synthesis = 12

[place]
io_buffers = 29
finalWeightedCongestion = 0.6248
place.detailed.hpwl_mm = 4.791
placedInstanceArea_sq_mm = 0.001320

[drt]
drt_drc_violations_left = 0
viasPerCell = 1.637
antenna_cells = 0
wire_per_inst_um = 13.88
wl_mm = 5.689
final_antenna_violating_net_count = 0
initialDrtViolationCount = 12
vias = 671
detailedRoute.firstPassIterationCount = 3

[min_path]
hold_path_class = input pin to asynchronous set/reset pin

[power_and_ir_drop]
total_leakage_power_nw = 0.4937
power.total_mw = 1.654
p_per_area_mw_per_mm2 = 1217
max-vdd-ir-drop_mv = 0.3957

[flow_run]
max_cap_violations = 0
warnings = 63

[global_routing]
groute.usage.overall_pct = 3.142
number_of_global_route_vias_before_repair = 826
first_pass_grt_wire_length_mm = 6.796
grt_start_max_net_pins = 13
remaining_overflow_grt = 0
antenna_found_initial = 0

[status]
violated_checks = setup timing
outcome = complete, but fails checks
## logic make-up (layout without fill, tap and decap cells)
| logic type | Yosys count | count (layout) | share of synthesized area, % |
|---|---|---|---|
| buffers and inverters | 188 | 43 | 74.38 |
| DFF | 12 | 12 | 15.69 |
| muxes | 12 | 12 | 9.019 |
| other | 1 | 12 | 0.1959 |
| and+or+nand+nor | 1 | 1 | 0.7188 |
## metrics by stage
step / worst slack (ns) / TNS (ns) / instances / util [%]
6_report: -0.005507 / -0.005507 / 410 / 5.427
5_1_grt: -0.02683 / -0.03344 / 410 / 5.427
4_1_cts: -0.01395 / -0.01789 / 411 / 5.507
3_5_place_dp: -0.5542 / -7.484 / 404 / 5.272
3_3_place_gp: -0.5457 / -7.545 / 404 / 5.272
2_1_floorplan: 0.07355 / 0 / 225 / -
## layer usage
layer	track usage, %	wire length (um)
met1	1.392	853
met2	4.495	2464
met3	3.743	1579
met4	4.444	791
met5	0	0
## state kept, by name, summed over array words and instances (netlist names)
register   count
r_awcache      4
r_awprot       3
r_awuser       5
## where the power goes
group          total [mW]  switching (mW)  leakage [nW]  internal [mW]
Clock               0.843           0.236        0.0442          0.607
Combinational       0.255          0.0685         0.310          0.187
Sequential          0.555          0.0276         0.140          0.528
Total                1.65           0.332         0.494           1.32
## cell usage after synthesis, drive strengths merged
| cell type | n |
|---|---|
| nor2b | 1 |
| conb | 1 |
| buf | 188 |
| dfrtp | 12 |
| mux2 | 12 |
## worst paths after layout
path | slack (ns) | to | start
setup / recovery | -0.006 | m_awcache[3] | r_awcache[3]
hold / removal | 0.28 | r_awuser[2] | rst_n
setup reg to reg | 0.03 | r_awprot[1] | r_awprot[1]
hold reg to reg | 0.50 | r_awprot[0] | r_awprot[0]
max in group asynchronous | 0.60 | r_awcache[2] | rst_n
min in group clk0 | 0.40 | m_araddr[25] | s_araddr[25]
## area by class of cell
type	count	area, sq um
fill	2938	23680
tap	330	412.9
timing repair buffer	39	325.3
sequential	12	300.3
multi-input combinational	25	231.5
clock buffer	4	88.84
## what timing repair did
action                                  in CTS  in global routing
buffers inserted                             3                  0
resized                                     44                  4
endpoints found under the setup margin      26                  7
Power figures rest on the tool's default switching activity, not on a simulated workload.
